**run.sh**
```bash
#!/bin/bash
# OpenROAD 26Q1-2900-gdf79404cd8, Yosys 0.63+post, stock flow scripts
make -C /OpenROAD-flow-scripts/flow DESIGN_CONFIG=/design/flow/config.mk WORK_HOME=/design/flow/orfs finish
```
**config.mk**
```make
export PLATFORM = sky130hd
export DESIGN_NAME = fir
export DESIGN_NICKNAME = fir
export VERILOG_FILES = /design/flow/design.v
export SDC_FILE = /design/flow/constraint.sdc
export NUM_CORES = 4
export LEC_CHECK = 1
export CORE_UTILIZATION = 30
```
**constraint.sdc**
```tcl
current_design fir

set clk_period 20.7
set clk_io_pct 0.2

create_clock -name clk0 -period $clk_period [get_ports {clk}]

set non_clock_inputs [all_inputs -no_clocks]
set_input_delay [expr $clk_period * $clk_io_pct] -clock clk0 $non_clock_inputs
set_output_delay [expr $clk_period * $clk_io_pct] -clock clk0 [all_outputs]
```
**design.v**
```verilog
module fir ( clk, coefs, in, out );
parameter INPUT_SZ = 16;	
parameter COEF_SZ = 16;	
parameter REGS_NUM   = 2;	
localparam MULT_SZ = (INPUT_SZ+COEF_SZ); 
localparam RESULT_SZ = (MULT_SZ+REGS_NUM-1); 
input  wire clk;
input  wire [INPUT_SZ-1:0]in;
input  wire [REGS_NUM*32-1:0]coefs; 
output wire [RESULT_SZ-1:0]out; 
genvar i;
generate
	for( i=0; i<REGS_NUM; i=i+1 )
	begin:registers
		reg [INPUT_SZ-1:0]r=0;
		if(i==0) begin
			always @(posedge clk)
				r <= in;
		end
		else begin
			always @(posedge clk)
				registers[i].r <= registers[i-1].r;
		end
		wire [COEF_SZ-1:0]c;
		assign c = coefs[((REGS_NUM-1-i)*32+COEF_SZ-1):(REGS_NUM-1-i)*32];
		reg [MULT_SZ-1:0]m;
		always @(posedge clk)
			m <= $signed(r) * $signed( c );
		reg [MULT_SZ-1+i:0]a;
		if(i==0) begin
			always @*
				registers[i].a = $signed(registers[i].m);
		end
		else
		begin
			always @*
				registers[i].a = $signed(registers[i].m)+$signed(registers[i-1].a);
		end
	end
endgenerate
reg [RESULT_SZ-1:0]result;
always @(posedge clk)
	result <= registers[REGS_NUM-1].a;
assign out = result;
endmodule
```
==> metrics.log <==
[report] extracting results
[metrics] I/O pin cnt: 114
[metrics] clock tree buffer depth: 2
[metrics] unrepaired setup endpoints after global routing: no
[metrics] mean number of vias per cell: 4.45
[metrics] CTS Hold Buffers Added: 0
[metrics] class of the worst hold path: reg2reg
[metrics] non-filler instance count after layout: 3640
[metrics] number of cells in Yosys stat: 2526
[metrics] number of warnings in the stage logs: 57
[metrics] EDFF count, synth: 0
[metrics] setup repair bufs after CTS: 0
[metrics] mean post-synth cell area: 9.48 µm²
[metrics] Warnings, synthesis: 1
[metrics] type of the worst setup path: in2reg
[metrics] maximum fanout along the worst path: 16
[metrics] data required time of the worst path: 21.05 ns
[metrics] # port buffers: 81
[metrics] final setup violation count: 0
[metrics] Multi-input gate area: 18800 µm²
[metrics] clock transition at the registers of the reported paths: 0.07 ns
[metrics] gate count after technology mapping: 2526
[metrics] # resized after CTS: 0
[metrics] number of iterations in the first detailed-routing pass: 5
[metrics] vias in the first global route: 17700
[metrics] vertical die dimension: 285 µm
[metrics] Setup TNS: 0 ns
[metrics] total CTS buffers: 17
[metrics] final worst path period need: 10.65 ns
[metrics] endpoints failing hold: 0
[metrics] TritonCTS clock tree: done
[metrics] Routed Antenna Nets: 0
[metrics] Placed Cells: 3607
[metrics] count of state elements after synthesis: 129
[metrics] DP Worst Slack: 9.68 ns
[metrics] antenna violations before repair: 0
[metrics] Total GRT Usage: 14.6%
[metrics] Synth area leaders: fa_1, dfxtp_1, ha_1
[metrics] placeable core region: 79000 µm²
[metrics] pin count of the biggest net entering global routing: 18
[metrics] CTS HTree Levels: 4
[metrics] instance area at placement: 26000 µm²
[metrics] final worst-path setup slack: 10.05 ns
[metrics] main flop type: dfxtp_1
[metrics] fraction of post-synthesis cell area in the top cell type by area: 43.9%
[metrics] clock skew: 0.0166 ns
[metrics] GP Congestion: 0.855
[metrics] Slew Limit Headroom: 42.8%
[metrics] summed standard-cell area reported by yosys: 24000 µm²
[metrics] Die Footprint: 81000 µm²
[metrics] Crit. End Element: flop
[metrics] Worst-Margin Slew: 0.857 ns
[metrics] Layout fillers: 8052
[metrics] Initial Util: 30.3%
[metrics] area of the mapped netlist: 24000 µm²
[metrics] Via Count: 16200
[metrics] max-slew violations: 0
[metrics] achievable frequency: 0.0939 GHz
[metrics] fraction of final layout cells sized beyond drive strength 1: 3.51%
[metrics] run status: finished clean
[metrics] clock sink count: 129
[metrics] post-detailed-placement half-perimeter wirelength: 42.8 mm
[metrics] CP Data Arrival Time: 11.00 ns
[metrics] clk ins delay skew pair: 0.43 ns
[metrics] sequential cell area fraction in the yosys report: 10.8%
[metrics] first-pass GRT wire length: 90.5 mm
[metrics] num rows: 103
[metrics] Cell variety after synth: 67
[metrics] final routed wirelength across all metal layers: 52.1 mm
[metrics] Worst setup SP type: primary input
[metrics] part of the cycle the worst path needs: 51.4%
[metrics] area growth from synthesis to layout: 10.8%
[metrics] DRT iter0 DRCs: 604
[metrics] post-synthesis async set-or-reset flop share: 0%
[metrics] hold slack final: 0.463 ns
[metrics] area taken by flip-flops and latches: 2580 µm²
[metrics] finished layout cell area: 26500 µm²
[metrics] number of max-cap violations: 0
[metrics] remaining global-route overflow: 0
[metrics] root buffer cell: clkbuf_16
[metrics] die extent in x: 285 µm
[metrics] post-detailed-route DRC marker count: 0
[metrics] area leader, netlist: fa_1
[metrics] WL/cell: 14.3 µm
==> worst paths after layout <==
kind | end | cells after the start | from | slack [ns]
worst min register to register | result[0]$_DFF_P_ | 1 | registers[1].m[0]$_DFF_P_ | 0.46
worst min-delay path | result[0]$_DFF_P_ | 1 | registers[1].m[0]$_DFF_P_ | 0.46
worst max-delay path | registers[1].m[30]$_DFF_P_ | 21 | coefs[1] | 10.05
worst max register to register | registers[1].m[30]$_DFF_P_ | 20 | registers[1].r[15]$_DFF_P_ | 13.94
==> worst max-delay path: stages <==
cell             delay [ns]
clkdlybuf4s50_1        0.90
nand2_1                0.20
inv_1                  0.17
fa_1                   0.56
fa_1                   0.92
fa_1                   0.53
fa_1                   0.51
fa_1                   0.49
inv_1                  0.05
fa_1                   0.47
inv_1                  0.04
ha_1                   0.38
nand3_1                0.13
nor3_1                 0.08
and3_1                 0.18
a32o_1                 0.24
a31o_2                 0.27
o41ai_4                0.28
o21bai_1               0.11
a21oi_1                0.19
xnor2_1                0.13
==> flip-flops by register name, indices dropped and copies added (netlist names) <==
| register | count |
|---|---|
| registers.m | 64 |
| registers.r | 32 |
| result | 33 |
==> cells by family (layout without fill, tap and decap cells) <==
family / Yosys count / after routing / share of synthesized area [%]
DFF: 129 / 129 / 10.8
AOI/OAI and AO/OA: 225 / 225 / 6.75
xor gates and xnor gates: 101 / 101 / 3.69
other: 0 / 1 / 0
buffers and inverters: 685 / 748 / 10.8
adders and majority gates: 721 / 721 / 54.1
muxes: 1 / 1 / 0.0418
and+or+nand+nor: 664 / 664 / 13.9
==> Yosys cell counts (8+ instances only) <==
master / n
o21a_1: 11
nor3_1: 14
o21bai_1: 17
nand2_1: 274
nand3_1: 16
fa_1: 525
a21oi_1: 57
xor2_1: 20
nand2b_1: 22
o21ai_0: 29
ha_1: 196
nor2_1: 60
and3_1: 8
and2_1: 245
dfxtp_1: 129
inv_1: 612
a21o_1: 39
clkbuf_1: 68
xnor2_1: 81
a21oi_2: 12
==> placed cells by master (no fill, tap or decap), drive strengths merged, types with 3 or more instances in the layout <==
master and count:
a2111oi 3, a211oi 6, a21o 39, a21oi 69, a31o 4, a31oi 4
and2 245, and3 8, buf 23, clkbuf 20, clkdlybuf4s50 81, clkinv 3
clkinvlp 3, dfxtp 129, fa 525, ha 196, inv 617, nand2 274
nand2b 22, nand3 16, nand4 4, nor2 60, nor2b 7, nor3 16
o211ai 9, o21a 11, o21ai 37, o21bai 18, o31ai 4, or2 3
xnor2 81, xor2 20
==> metal layers <==
metal / track usage (%) / wire, µm
met3: 4.11 / 3280
met5: 0 / 0
met4: 1.90 / 828
met2: 22.8 / 24400
met1: 21.5 / 23600
==> final cells by class <==
cell class                 count  share of cell area, %
clock buffer                  20                   1.68
sequential                   129                   9.73
tap                         1050                   4.95
clock inverter                12                  0.467
timing repair buffer         104                   3.70
inverter                     612                   8.65
antenna                        1                0.00943
multi-input combinational   1712                   70.8
==> per-stage QoR <==
step,utilization [%]
finish,33.6
global route,33.6
CTS,33.6
detailed placement,32.9
global placement,32.9
floorplan,-
