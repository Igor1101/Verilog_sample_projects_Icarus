**config.mk**
```make
export PLATFORM = sky130hd
export DESIGN_NAME = iir
export DESIGN_NICKNAME = iir
export VERILOG_FILES = /design/flow/design.v
export SDC_FILE = /design/flow/constraint.sdc
export NUM_CORES = 4
export LEC_CHECK = 1
export CORE_UTILIZATION = 50
```
**constraint.sdc**
```tcl
current_design iir

set clk_period 17.8
set clk_io_pct 0.2

create_clock -name clk0 -period $clk_period [get_ports {clk}]

set non_clock_inputs [all_inputs -no_clocks]
set_input_delay [expr $clk_period * $clk_io_pct] -clock clk0 $non_clock_inputs
set_output_delay [expr $clk_period * $clk_io_pct] -clock clk0 [all_outputs]
```
**design.v**
```verilog
module iir ( clk, coefsA, coefsB, in, out );
parameter INPUT_SZ = 16;	
parameter COEFA_SZ = 16;	
parameter COEFB_SZ = 16;	
parameter REGSA_NUM = 2;	
parameter REGSB_NUM = 2;	
localparam MULTA_SZ = (INPUT_SZ+COEFA_SZ); 
localparam MULTB_SZ = (INPUT_SZ+COEFB_SZ); 
localparam RESULT_SZ = (MULTA_SZ+REGSA_NUM-1); 
input  wire clk;
input  wire [INPUT_SZ-1:0]in;
input  wire [REGSA_NUM*32-1:0]coefsA; 
input  wire [REGSB_NUM*32-1:0]coefsB; 
output wire [RESULT_SZ-1:0]out; 
reg [RESULT_SZ-1:0]yi = 0;
genvar i;
generate
	for( i=0; i<REGSA_NUM; i=i+1 )
	begin:registers
		reg [INPUT_SZ-1:0]r=0;
		if(i==0) begin
			always @(posedge clk)
				r <= in;
		end
		else begin
			always @(posedge clk)
				registers[i].r <= registers[i-1].r;
		end
		wire [COEFA_SZ-1:0]c;
		assign c = coefsA[((REGSA_NUM-1-i)*32+COEFA_SZ-1):(REGSA_NUM-1-i)*32];
		reg [MULTA_SZ-1:0]m;
		always @(posedge clk)
			m <= $signed(r) * $signed( c );
		reg [MULTA_SZ-1+i:0]a;
		if(i==0) begin
			always @*
				registers[i].a = $signed(registers[i].m);
		end
		else
		begin
			always @*
				registers[i].a = $signed(registers[i].m)+$signed(registers[i-1].a);
		end
	end
endgenerate
genvar k;
generate
	for( k=0; k<REGSB_NUM; k=k+1 )
	begin:registersy
		reg [INPUT_SZ-1:0]r=0;
		if(k==0) begin
			always @(posedge clk)
				r <= in;
		end
		else begin
			always @(posedge clk)
				registersy[k].r <= registersy[k-1].r;
		end
		wire [COEFA_SZ-1:0]c;
		assign c = coefsB[((REGSB_NUM-1-k)*32+COEFB_SZ-1):(REGSB_NUM-1-k)*32];
		reg [MULTB_SZ-1:0]m;
		always @(posedge clk)
			m <= $signed(r) * $signed( c );
		reg [MULTB_SZ-1+k:0]a;
		if(k==0) begin
			always @*
				registersy[k].a = $signed(registersy[k].m);
		end
		else
		begin
			always @*
				registersy[k].a = $signed(registersy[k].m)+$signed(registersy[k-1].a);
		end
	end
endgenerate
reg [7:0]init=0;
reg init_b=0;
reg [RESULT_SZ-1:0]result;
always @(posedge clk) begin
	if(init == REGSA_NUM)
		init_b = 1;
	else if (init_b) begin
		yi <= result;
	end
	init <= init + 1;
	result <= registers[REGSA_NUM-1].a + registersy[REGSB_NUM-1].a;
end
assign out = result;
endmodule
```
**run.sh**
```bash
#!/bin/bash
# OpenROAD 26Q1-2900-gdf79404cd8, Yosys 0.63+post, stock flow scripts
make -C /OpenROAD-flow-scripts/flow DESIGN_CONFIG=/design/flow/config.mk WORK_HOME=/design/flow/orfs finish
```
==> deck_impl_summary.md <==
Key Metrics from the Run

Critical path
  – CP Max Fanout: 16
  – Worst reg2reg startpoint: registersy[0].r[14]$_DFF_P_
  – Worst setup path class: input port to flip-flop
  – Data arrival time of the worst path: 10.61 ns
  – Nature of the critical path endpoint: flip-flop
  – Worst EP required: 18.13 ns
  – Setup crit start: coefsB[39]
  – Most frequent CP cell: fa_1
  – CP peak stage delay: 0.97 ns
  – Crit path cell chain: clkdlybuf4s50_1 > nand2_1 > fa_1 > inv_1 > fa_1 > inv_1 > fa_1 > inv_1 > fa_1 > fa_1 > inv_1 > fa_1 > inv_1 > ha_1 > and4_1 > nand4_1 > o31ai_1 > a31oi_1 > o21ai_1 > mux2_1 > o2111ai_1
  – Cell at the slowest stage of the critical path: clkdlybuf4s50_1
  – Critical Path Start Type: input port

Finish
  – Filler cell count in the final layout: 8194
  – Ratio of cells with drive above 1 in the final layout: 2.00%
  – Design Area, Final: 49000 um2
  – Area grow syn2layout: 6.47%
  – Finished Core Util: 54.1%

Synthesis
  – Seq/Total Area, Yosys: 8.39%
  – Cell variety after synth: 69
  – Most common cell in the netlist: inv_1
  – Yosys cell count: 4828
  – Flip-flops with a built-in enable: 0
  – Synth area leaders: fa_1, ha_1, inv_1, dfxtp_1, and2_1
  – Ys async rst share: 0%
  – Netlist Area Pre-Place: 46000 um2
  – Cell taking the most area after synthesis: fa_1
  – Mean post-synth cell area: 9.53 um2
  – Top-area cell share: 48.4%
  – Mapped Cells: 4828
  – Post-synth top cells: inv_1, fa_1, nand2_1
  – Flops after synth: 193
  – Top_reg_cell synth: dfxtp_1
  – Yosys stat area: 46000 um2
  – Synth warn: 1

Clocking
  – Resized Gates After CTS: 0
  – Root buffer selected by CTS: clkbuf_16
  – Clk latency late pin: 0.48 ns
  – CTS tree: built
  – H-tree depth: 4
  – Setup repair bufs after CTS: 0
  – Clock sink count: 193
  – Hold Buf Count CTS: 0
  – Num CTS Buffers: 17
  – CTS Buffer Depth: 2
  – Clock edge transition at the registers on the reported setup and hold paths: 0.08 ns

Placement
  – Placed cell area: 48400 um2
  – HPWL Detailed: 86000 um
  – Global placer's final weighted congestion: 0.906
  – Port-buffer cells: 113

Timing
  – Endpoints failing hold: 0
  – Relative slew slack: 46.0%
  – Slew Limit Fails: 0
  – Worst slew pin tran: 0.803 ns
  – Final Skew: 0.0225 ns
  – Fin crit period: 10.28 ns
  – Tcrit/Tclk final: 57.8%
  – Setup TNS Final: 0 ns
  – Final setup fails: 0
  – RSZ-0062 raised after global routing: no
  – Fmax: 0.0973 GHz

Die
  – Die W: 305 um
  – Die extent in y: 305 um
  – Die Area: 93300 um2
  – FP Rows: 110
  – Core footprint: 90600 um2
  – Initial Util: 50.8%
  – Num ports: 178

Global routing
  – GRT Residual Overflow: 0
  – GRT Total Usage: 26.5%
  – Largest net degree at the start of global routing: 34
  – Vias in the first global route: 34000
  – First-pass GRT wire length: 179000 um
  – Antenna violations before repair: 5

Routing
  – Antenna viol nets, final: 0
  – Via density: 5.10
  – WL per Instance: 17.5 um
  – Initial DRC Count: 1138
  – Drt drc: 0
  – Routed Wire Length: 106000 um
  – Via count: 30800
  – DRT Pass-1 Iters: 7

Run
  – Maxcap violations: 0
  – Tool warnings: 89

Hold path
  – HP Start: registersy[1].m[0]$_DFF_P_
  – Worst hold path class: flip-flop to flip-flop

Outcome
  – Status: finished, final reports clean
-- final timing paths --
| kind | slack, ns | cells after the start | endpoint |
|---|---|---|---|
| worst max-delay path | 7.52 | 21 | registersy[0].m[30]$_DFF_P_ |
| worst min-delay path | 0.47 | 1 | result[0]$_DFF_P_ |
| worst max register to register | 10.75 | 19 | registersy[0].m[30]$_DFF_P_ |
| worst min register to register | 0.47 | 1 | result[0]$_DFF_P_ |
-- layer usage --
| layer | part of all wire (%) | wire [um] | vias up | track usage, % |
|---|---|---|---|---|
| met5 | 0.11 | 118 | - | 0.672 |
| met4 | 2.1 | 2270 | 8 | 4.43 |
| met3 | 9.5 | 10000 | 103 | 10.4 |
| met2 | 46 | 48600 | 968 | 39.4 |
| met1 | 42 | 44500 | 15400 | 40.0 |
| li1 | - | - | 14300 | - |
-- cell type report --
cell class                      count  area, um2  share of cell area [%]
Sequential cell                   193       3860                    7.88
Clock inverter                     15        190                   0.388
Antenna cell                        1       2.50                 0.00511
Inverter                         1173       4400                    8.98
Tap cell                         1176       1470                    3.00
Multi-Input combinational cell   3298      37100                    75.8
Clock buffer                       17        425                   0.868
Timing Repair Buffer              163       1510                    3.07
-- cells by family (layout without fill, tap and decap cells) --
kind of cell | count (synthesis) | count (layout) | synth area share [%]
fa+ha+maj | 1472 | 1472 | 58.1
buf+inv | 1337 | 1368 | 10.9
simple gates | 1275 | 1275 | 13.9
compound gates | 382 | 382 | 5.46
flops | 193 | 193 | 8.39
xor+xnor | 166 | 166 | 3.16
mux | 3 | 3 | 0.0680
other cells | 0 | 1 | 0
-- state kept, by name, indices dropped and copies added (netlist names) --
name          cells
registersy.r     32
result           33
registersy.m     64
registers.m      64
-- worst max-delay path: cells and delay by family --
kind | cells | cell delay [ns]
simple gates | 3 | 0.64
compound gates | 4 | 1.44
fa+ha+maj | 7 | 3.38
mux | 1 | 0.35
buf+inv | 6 | 1.21
-- placed cells by master, fill, tap and decap left out, types with 7 or more instances in the layout --
cell / count
nand2_1: 530
nand3_1: 19
o21a_1: 17
fa_1: 1112
nor3_1: 31
and2_1: 503
clkbuf_16: 17
o21ai_0: 43
ha_1: 360
clkdlybuf4s50_1: 113
nand4_1: 10
a21o_1: 44
a21oi_1: 115
o21bai_1: 24
o311ai_1: 7
buf_4: 50
xnor2_1: 132
a31oi_1: 17
nor2_1: 98
and3_1: 15
inv_1: 1172
dfxtp_1: 193
o21ai_1: 28
xor2_1: 34
nand2b_1: 28
a211oi_1: 18
nor2b_1: 7
-- through the flow --
| step | std cells | hold WS [ns] | setup slack, ns |
|---|---|---|---|
| after floorplan | 4828 | 0.375 | 8.69 |
| after global routing | 6035 | 0.492 | 7.30 |
| after detailed placement | 6003 | 0.463 | 7.14 |
| after CTS | 6035 | 0.484 | 7.64 |
| final | 6036 | 0.473 | 7.52 |
| after global placement | 6003 | 0.461 | 7.17 |
